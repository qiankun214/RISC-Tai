### flow/constraint.sdc
current_design mult_p2p_memory

set clk_period 620.1
set clk_io_pct 0.2

create_clock -name clk0 -period $clk_period [get_ports {clk}]

set non_clock_inputs [all_inputs -no_clocks]
set_input_delay [expr $clk_period * $clk_io_pct] -clock clk0 $non_clock_inputs
set_output_delay [expr $clk_period * $clk_io_pct] -clock clk0 [all_outputs]
### flow/run.sh
#!/bin/bash
# OpenROAD 26Q1-2900-gdf79404cd8, Yosys 0.63+post, stock flow scripts
make -C /OpenROAD-flow-scripts/flow DESIGN_CONFIG=/design/flow/config.mk WORK_HOME=/design/flow/orfs finish
### flow/config.mk
export PLATFORM = sky130hd
export DESIGN_NAME = mult_p2p_memory
export DESIGN_NICKNAME = mult_p2p_memory
export VERILOG_FILES = /design/flow/design.v
export SDC_FILE = /design/flow/constraint.sdc
export NUM_CORES = 4
export LEC_CHECK = 1
export CORE_UTILIZATION = 30
export SYNTH_MEMORY_MAX_BITS = 65536
### flow/design.v
module mult_p2p_memory #(
	parameter ADDR_WIDTH = 8,
	parameter DATA_WIDTH = 64,
	parameter PORT_NUM = 2
) (
	input clk,     
	input rst_n,   
	input [PORT_NUM - 1:0] din_valid,
	output reg [PORT_NUM - 1:0] din_busy,
	input [PORT_NUM - 1:0] din_write_req,
	input [PORT_NUM * ADDR_WIDTH - 1:0] din_addr,
	input [PORT_NUM * DATA_WIDTH - 1:0] din_data,
	output reg [PORT_NUM - 1:0] dout_valid,
	input [PORT_NUM - 1:0] dout_busy,
	output [DATA_WIDTH - 1:0]dout_data
);
wire [PORT_NUM - 1:0]inter_busy;
wire [PORT_NUM - 1:0]is_din = din_valid & (~din_busy);
wire [PORT_NUM - 1:0]is_dout = dout_valid & (~dout_busy);
wire [PORT_NUM - 1:0]is_dout_block = dout_valid & dout_busy;
wire [PORT_NUM - 1:0]is_block = is_din & ((~din_write_req & is_dout_block) | inter_busy);
genvar pi;
reg [PORT_NUM - 1:0]inter_busy_buffer;
reg [PORT_NUM - 1:0]block_sign;
reg [ADDR_WIDTH + DATA_WIDTH:0]block_data[PORT_NUM - 1:0];
wire [ADDR_WIDTH + DATA_WIDTH:0]din_data_s[PORT_NUM - 1:0];
generate
	for (pi = 0; pi < PORT_NUM; pi = pi + 1) begin:proc_pi
		assign din_data_s[pi] = {din_write_req[pi],din_addr[pi*ADDR_WIDTH +: ADDR_WIDTH],din_data[pi*DATA_WIDTH +: DATA_WIDTH]};
		always @ (posedge clk or negedge rst_n) begin
			if(~rst_n) begin
				inter_busy_buffer[pi] <= 'b0;
			end else if(inter_busy[pi] && is_din[pi]) begin
				inter_busy_buffer[pi] <= 1'b1;
			end else if(!inter_busy[pi]) begin
				inter_busy_buffer[pi] <= 'b0;
			end
		end
		always @ (posedge clk or negedge rst_n) begin
			if(~rst_n) begin
				din_busy[pi] <= 'b0;
			end else if(is_block[pi]) begin
				din_busy[pi] <= 1'b1;
			end else if(!inter_busy[pi] && !dout_busy[pi])begin
				din_busy[pi] <= 'b0;
			end
		end
		always @ (posedge clk or negedge rst_n) begin
			if(~rst_n) begin
				block_sign[pi] <= 'b0;
			end else if(is_block[pi]) begin
				block_sign[pi] <= 1'b1;
			end else if(!dout_valid[pi] && !inter_busy[pi]) begin
				block_sign[pi] <= 'b0;
			end else if(is_dout[pi] && !inter_busy[pi]) begin  
				block_sign[pi] <= 'b0;
			end
		end
		always @ (posedge clk or negedge rst_n) begin
			if(~rst_n) begin
				block_data[pi] <= 'b0;
			end else if(is_block[pi]) begin
				block_data[pi] <= din_data_s[pi];
			end
		end
	end
endgenerate
genvar si;
localparam S_THIS = 2'b00;
localparam S_LAST = 2'b01;
localparam S_BLOCK = 2'b10;
wire [PORT_NUM - 1:0] is_last_data = dout_valid & dout_busy;
wire [PORT_NUM - 1:0] is_block_data = (dout_valid & ~dout_busy & block_sign) | (~dout_valid & block_sign);
wire [PORT_NUM - 1:0] is_this_data = ~block_sign & ~inter_busy_buffer & is_din;
reg [ADDR_WIDTH + DATA_WIDTH:0] this_data [PORT_NUM - 1:0];
reg [ADDR_WIDTH + DATA_WIDTH:0] last_data [PORT_NUM - 1:0];
reg [1:0] last_switch [PORT_NUM - 1:0];
reg [PORT_NUM - 1:0] write_finish;
generate
	for (si = 0; si < PORT_NUM; si = si + 1) begin:proc_si
		always @ (*) begin
			if(is_last_data[si]) begin
				this_data[si] = last_data[si];
			end else if(is_block_data[si]) begin
				this_data[si] = block_data[si];
			end else if(is_this_data[si]) begin
				this_data[si] = din_data_s[si];
			end else begin
				case (last_switch[si])
					S_THIS:this_data[si] = din_data_s[si];
					S_LAST:this_data[si] = last_data[si];
					S_BLOCK:this_data[si] = block_data[si];
					default:this_data[si] = din_data_s[si];
				endcase
			end
		end
		always @ (posedge clk or negedge rst_n) begin
			if(~rst_n) begin
				last_data[si] <= 1'b0;
			end else begin
				last_data[si] <= this_data[si];
			end
		end
		always @ (posedge clk or negedge rst_n) begin
			if(~rst_n) begin
				last_switch[si] <= S_THIS;
			end else if(is_last_data[si]) begin
				last_switch[si] <= S_LAST;
			end else if(is_block_data[si]) begin
				last_switch[si] <= S_BLOCK;
			end else if(is_this_data[si]) begin
				last_switch[si] <= S_THIS;
			end
		end
		always @ (posedge clk or negedge rst_n) begin
			if(~rst_n) begin
				dout_valid[si] <= 'b0;
			end else if(!this_data[si][DATA_WIDTH + ADDR_WIDTH]) begin
				if( (is_this_data[si] || (last_switch[si] == S_THIS)) && !inter_busy[si] && is_din[si]) begin
					dout_valid[si] <= 1'b1;
				end else if( is_block_data[si] && !inter_busy[si]) begin  
					dout_valid[si] <= 1'b1;
				end else if( (is_block_data[si] || (last_switch[si] == S_BLOCK)) && inter_busy_buffer[si] && !inter_busy[si]) begin
					dout_valid[si] <= 1'b1;
				end else if(is_dout[si]) begin
					dout_valid[si] <= 1'b0;
				end
			end else if(is_dout[si]) begin
				dout_valid[si] <= 1'b0;
			end
		end
		always @ (posedge clk or negedge rst_n) begin
			if(~rst_n) begin
				write_finish[si] <= 1'b0;
			end else if(!inter_busy[si] && this_data[si][DATA_WIDTH + ADDR_WIDTH])begin
				write_finish[si] <= 1'b1;
			end else begin
				write_finish[si] <= 1'b0;
			end
		end
	end
endgenerate
reg [ADDR_WIDTH + DATA_WIDTH:0] win_port;
integer i;
always @ (*) begin
	win_port = 'b0;
	for (i = 0; i < PORT_NUM; i = i + 1) begin
		if(inter_busy[i] == 1'b0) begin
			win_port = this_data[i];
		end
	end
end
sram_wrapper #(
	.ADDR_WIDTH(ADDR_WIDTH),
	.DATA_WIDTH(DATA_WIDTH)
) u_simgle_port_sram (
	.clk(clk),     
	.addr(win_port[DATA_WIDTH+:ADDR_WIDTH]),
	.data(win_port[DATA_WIDTH - 1:0]),
	.write_req(win_port[DATA_WIDTH + ADDR_WIDTH]),
	.q(dout_data)
);
wire [PORT_NUM - 1:0] request = din_valid | block_sign;
genvar ti;
wire [PORT_NUM - 1:0] token,token_c;
reg [PORT_NUM - 1:0] token_reg;
wire is_token_change = ((token_reg == 'b0) || ((token_reg & is_dout) != 'b0)) || ((token_reg & write_finish) != 'b0);
generate
	for (ti = 0; ti < PORT_NUM; ti = ti + 1) begin:proc_ti
		if(ti == 0) begin
			assign token_c[ti] = request[ti];
		end else begin
			assign token_c[ti] = (request[ti] && (request[ti - 1:0] == 'b0));
		end
		assign token[ti] = is_token_change?token_c[ti]:token_reg[ti];
		assign inter_busy[ti] = ~token[ti] && (token != 'b0);
	end
endgenerate
always @ (posedge clk or negedge rst_n) begin
	if(~rst_n) begin
		token_reg <= 'b0;
	end else if(is_token_change) begin
		token_reg <= token_c;
	end 
end
endmodule
module sram_wrapper #(
	parameter ADDR_WIDTH = 8,
	parameter DATA_WIDTH = 64
) (
	input clk,     
	input [ADDR_WIDTH - 1:0] addr,
	input [DATA_WIDTH - 1:0] data,
	input write_req,
	output reg[DATA_WIDTH - 1:0] q
);
reg [DATA_WIDTH - 1:0] ram [2 ** ADDR_WIDTH - 1:0];
always @ (posedge clk) begin
	if(write_req) begin
		ram[addr] <= data;
	end
end
always @ (posedge clk) begin
	q <= ram[addr];
end
endmodule
==> flow_summary.ini <==
; synthesis and place-and-route metrics
[floorplanning]
io_pins = 220
fp-row-count = 524
die_x_um = 1431
coreArea_um2 = 2036000
fp.dieH_um = 1431
initial_core_util_pct = 30.09
chip_area_um2 = 2048000

[critical_path]
critPathCapture = u_simgle_port_sram.q[22]
crit_fanout = 97
crit_family = buffers and inverters
cpPeakStageDelay_ns = 0.84
r2r-end = u_simgle_port_sram.q[22]
path_cells = clkdlybuf4s50_1 -> or4b_4 -> nand2_4 -> a311o_1 -> nand2_1 -> o21ai_4 -> buf_12 -> buf_4 -> buf_4 -> buf_4 -> buf_4 -> buf_4 -> buf_4 -> buf_4 -> buf_4 -> buf_4 -> a22o_1 -> a221oi_1 -> o22ai_1 -> o21ai_0 -> buf_4 -> nand4_1 -> or4_1
r2r_setup_slack_ns = 608.44
endpoint_kind = flip-flop
crit_start = din_valid[0]
cp_data_required_time_ns = 621.40
worst_setup_path_start_kind = input port
r2r_cells = 22
path_buffers = 12
crit_cells = 23
crit_top_cell = buf_4
critical_path_class = input port to flip-flop
r2r-start = inter_busy_buffer[0]
arrival_ns = 135.78
crit_path_top_delay_cell = buf_4

[final_timing]
max_freq_ghz = 0.007436
slew_headroom_pct = -16.72
setup_viol_count_final = 0
setup_tns_ns = 0
fin_skew_ns = 0.1379
rsz0062_at_grt = no
tightest_slew_ns = 1.751
drv_slew = 93
period_used_pct = 21.69
min_period_ns = 134.49
whs_ns = 0.5039
finalHoldViolCount = 0

[global_routing]
track_usage_pct = 22.82
antenna_found_initial = 359
grt_pass1_vias = 382614
overflow = 0
grt_max_degree = 132
grt_first_pass_wirelength_um = 3024000

[layout]
area_growth_pct = 17.26
ff_latch_area_um2 = 501000
reg.largest.list = u_simgle_port_sram.ram x16384, block_data x146, last_data x146
largest_reg_flops = 16384
regMostFlops = u_simgle_port_sram.ram
drive_gt1_share_pct = 15.55
mostFrequentLayoutCell = edfxtp_1
most-common-layout-cells = edfxtp_1, a22oi_1, a22o_1
logic_area_um2 = 105300
post-route-util_pct = 35.29
final_cell_area_um2 = 718600
fillers = 183738

[hold_path]
hold_class = flip-flop to flip-flop

[drt]
final_antenna_net_count = 0
vias_per_cell = 5.649
route.detailed.drc = 0
wirelength_um = 2238000
dr.pass1.iters = 6
routedWlPerCell_um = 34.77
vias = 363562
drtIter0Drc = 30093

[cts]
clk_latency_ns = 1.39
cts_setup_buffers = 0
htree_levels = 7
clk_pin_slew_ns = 0.06
cts_inserted_buffers = 1726
clock_path_buffers = 6
cts_sinks = 16758
cts.repair.resized = 0
cts_tree = built
holdBufCountCts = 0
clockRootBuffer = clkbuf_16

[status]
violations = capacitance limit, slew limit
status = complete, but fails checks

[placement]
placed_cell_area_um2 = 662100
place_hpwl_um = 1330000
port_buffers = 219
place_congestion = 0.9418

[job]
maxCapViolCount = 9
warning_count = 125

[synth]
numSynthFlops = 16758
syn_area_um2 = 612800
synth-async-reset-ratio_pct = 1.850
ys.flop_type = edfxtp_1
yosys_warnings = 6
top_area_share_pct = 80.28
synth.distinct_cells = 69
netlist.top_cell.by_area = edfxtp_1
synth.avg_cell_area_um2 = 18.49
yosys_area_um2 = 612800
area_leaders = edfxtp_1, a22oi_1, a22o_1, a221oi_1, o22ai_1
ys_cells = 33140
syn-instance-count = 33140
edf_count = 16384
synth_seq_share_pct = 81.76
## cells by family (layout without fill, tap and decap cells)
kind of cell,count (synthesis),count (layout),share of synthesized area [%]
buffers and inverters,2622,5816,1.830
other,0,937,0
AOI/OAI and AO/OA,12474,12474,15.10
DFF,16758,16758,81.76
and+or+nand+nor,1070,1070,0.9094
muxes,216,216,0.3957
## metal layers
| metal | track usage [%] | up-vias | share of wire (%) |
|---|---|---|---|
| li1 | - | 146847 | - |
| met4 | 14.31 | 583 | 7.6 |
| met2 | 29.43 | 34557 | 41 |
| met5 | 13.47 | - | 1.3 |
| met1 | 18.23 | 175627 | 26 |
| met3 | 25.97 | 5948 | 25 |
## worst min-delay path by stage
| stage | startpoint | endpoint | slack (ns) | cells after the start |
|---|---|---|---|---|
| after global routing | block_data[1][72] | block_data[1][72] | 0.51 | 1 |
| after CTS | block_data[1][72] | block_data[1][72] | 0.51 | 1 |
| final | block_data[1][11] | block_data[1][11] | 0.50 | 1 |
## cell usage after synthesis, types with 3 or more instances
cell type	instances
a2111oi_0	3
a21oi_1	1666
a221o_1	65
a221oi_1	2489
a222oi_1	46
a22o_1	2557
a22oi_1	3250
a31o_2	8
a31oi_1	13
a41oi_1	9
and4_1	6
buf_1	475
buf_2	835
buf_4	66
buf_6	11
clkbuf_1	1172
dfrtp_1	308
dfxtp_1	64
edfxtp_1	16384
inv_1	61
mux2_2	210
mux2i_1	6
nand2_1	141
nand2b_1	8
nand3_1	29
nand3b_1	3
nand4_1	162
nor2_1	337
nor2b_1	4
nor3_1	14
nor4_1	295
o21a_1	7
o21ai_0	809
o21ai_1	5
o221ai_1	8
o22ai_1	1369
o311ai_0	4
o31a_1	7
o31ai_1	18
o41ai_1	123
or3_1	11
or4_1	44
## area by class of cell
| class | count | share of cell area [%] |
|---|---|---|
| Inverter | 63 | 0.03291 |
| Multi-Input combinational cell | 13760 | 14.66 |
| Antenna cell | 937 | 0.3263 |
| Clock buffer | 2113 | 6.317 |
| Sequential cell | 16758 | 69.73 |
| Clock inverter | 968 | 1.212 |
| Tap cell | 27089 | 4.717 |
| Timing Repair Buffer | 2672 | 3.012 |
## metrics by stage
| stage | setup WS, ns | instances |
|---|---|---|
| after floorplan | 490.46 | 33140 |
| after global placement | 484.29 | 60296 |
| after detailed placement | 484.95 | 60338 |
| after CTS | 486.31 | 63419 |
| after global routing | 485.60 | 64163 |
| final | 485.61 | 64360 |
