==> flow/config.mk <==
export PLATFORM = sky130hd
export DESIGN_NAME = i_cache
export DESIGN_NICKNAME = i_cache
export VERILOG_FILES = /design/flow/design.v
export SDC_FILE = /design/flow/constraint.sdc
export NUM_CORES = 4
export LEC_CHECK = 1
export CORE_UTILIZATION = 30
==> flow/run.sh <==
#!/bin/bash
# OpenROAD 26Q1-2900-gdf79404cd8, Yosys 0.63+post, stock flow scripts
make -C /OpenROAD-flow-scripts/flow DESIGN_CONFIG=/design/flow/config.mk WORK_HOME=/design/flow/orfs finish
==> flow/constraint.sdc <==
current_design i_cache

set clk_period 53.9
set clk_io_pct 0.2

create_clock -name clk0 -period $clk_period [get_ports {clk}]

set non_clock_inputs [all_inputs -no_clocks]
set_input_delay [expr $clk_period * $clk_io_pct] -clock clk0 $non_clock_inputs
set_output_delay [expr $clk_period * $clk_io_pct] -clock clk0 [all_outputs]
==> flow/design.v <==
module i_cache #(
	parameter LABEL_WIDTH = 24,
	parameter GROUP_WIDTH = 1,
	parameter BIASE_WIDTH = 7,
	parameter DATA_BYTE_WIDTH = 3,
	parameter GROUP_LINK = 2
) (
	input clk,     
	input rst_n,   
	input addr_valid,
	output reg addr_busy,
	input [LABEL_WIDTH + GROUP_WIDTH + BIASE_WIDTH - 1:0]addr_data,
	output reg order_valid,
	input order_busy,
	output reg [8 * (2 ** DATA_BYTE_WIDTH) - 1:0] order_data,
	output reg load_addr_valid,
	input load_addr_busy,
	output reg [LABEL_WIDTH + GROUP_WIDTH + BIASE_WIDTH - 1:0]load_addr_data,
	input load_order_valid,
	output load_order_busy,
	input [8 * (2 ** DATA_BYTE_WIDTH) - 1:0]load_order_data
);
localparam ADDR_WIDTH = LABEL_WIDTH + GROUP_WIDTH + BIASE_WIDTH;
reg [1:0]mode,next_mode;
localparam NORM = 2'b00;
localparam READ = 2'b01;
localparam RETU = 2'b11;
wire inter_busy = (next_mode != NORM);
wire inter_busy_buffer = (mode != NORM);
wire is_mode_read = (mode == READ);
wire is_mode_retu = (mode == RETU);
wire is_cache_miss;
wire is_addr_din = addr_valid && !addr_busy;
wire is_block = is_addr_din && ((order_valid && order_busy) || inter_busy);
wire is_order_dout = order_valid && !order_busy;
wire is_load_din = load_order_valid && !load_order_busy;
wire is_load_aout = load_addr_valid && !load_addr_busy;
localparam COUNTE_WIDTH = BIASE_WIDTH - DATA_BYTE_WIDTH;
reg [COUNTE_WIDTH - 1:0] save_counte;
always @ (posedge clk or negedge rst_n) begin
	if(~rst_n) begin
		save_counte <= 'b0;
	end else if(is_mode_read && is_load_din) begin
		save_counte <= save_counte + 1'b1;
	end else if(is_mode_retu) begin
		save_counte <= 'b0;
	end
end
reg block_sign;
always @ (posedge clk or negedge rst_n) begin
	if(~rst_n) begin
		mode = NORM;
	end else begin
		mode = next_mode;
	end
end
always @ (*) begin
	case (mode)
		NORM:begin
			if((is_addr_din || block_sign) && is_cache_miss) begin
				next_mode = READ;
			end else begin
				next_mode = NORM;
			end
		end
		READ:begin
			if((save_counte == 2 ** COUNTE_WIDTH - 1) && is_load_din) begin
				next_mode = RETU;
			end else begin
				next_mode = READ;
			end
		end
		RETU:next_mode = NORM;
		default : next_mode = NORM;
	endcase
end
reg [ADDR_WIDTH - 1:0]block_addr;
always @ (posedge clk or negedge rst_n) begin
	if(~rst_n) begin
		addr_busy <= 'b0;
	end else if(order_busy || is_block || block_sign || inter_busy) begin
		addr_busy <= 1'b1;
	end else begin
		addr_busy <= 1'b0;
	end
end
always @ (posedge clk or negedge rst_n) begin
	if(~rst_n) begin
		block_sign <= 1'b0;
	end else if(is_block) begin
		block_sign <= 1'b1;
	end else if(!order_valid && !inter_busy) begin
		block_sign <= 1'b0;
	end else if(is_order_dout) begin
		block_sign <= 1'b0;
	end
end
always @ (posedge clk or negedge rst_n) begin
	if(~rst_n) begin
		block_addr <= 'b0;
	end else if (is_block) begin
		block_addr <= addr_data;
	end
end
localparam S_THIS = 2'b00;
localparam S_LAST = 2'b01;
localparam S_BLOCK = 2'b10;
wire is_last_data = order_valid && order_busy;
wire is_block_data = (order_valid && !order_busy && block_sign) || (!order_valid && block_sign);
wire is_this_data = !order_busy && !inter_busy_buffer && is_addr_din;
reg [ADDR_WIDTH - 1:0] this_addr,last_addr;
reg [1:0] last_switch;
always @ (*) begin
	if(is_last_data) begin
		this_addr = last_addr;
	end else if(is_block_data) begin
		this_addr = block_addr;
	end else if(is_this_data) begin
		this_addr = addr_data;
	end else begin
		case (last_switch)
			S_THIS:this_addr = addr_data;
			S_LAST:this_addr = last_addr;
			S_BLOCK:this_addr = block_addr;
			default:this_addr = addr_data;
		endcase
	end
end
always @ (posedge clk or negedge rst_n) begin
	if(~rst_n) begin
		last_addr <= 1'b0;
	end else begin
		last_addr <= this_addr;
	end
end
always @ (posedge clk or negedge rst_n) begin
	if(~rst_n) begin
		last_switch <= S_THIS;
	end else if(is_last_data) begin
		last_switch <= S_LAST;
	end else if(is_block_data) begin
		last_switch <= S_BLOCK;
	end else if(is_this_data) begin
		last_switch <= S_THIS;
	end
end
reg cache_valid[2 ** GROUP_WIDTH - 1:0][GROUP_LINK - 1:0];
reg [LABEL_WIDTH - 1:0]cache_label[2 ** GROUP_WIDTH - 1:0][GROUP_LINK - 1:0];
wire [GROUP_LINK - 1:0]cache_hit[2 ** GROUP_WIDTH - 1:0];
genvar ci,cj;
generate
	for (ci = 0; ci < 2 ** GROUP_WIDTH; ci = ci + 1) begin:ci_proc
		for (cj = 0; cj < GROUP_LINK; cj = cj + 1) begin:cj_proc
			assign cache_hit[ci][cj] = cache_valid[ci][cj] && (this_addr[ADDR_WIDTH - 1 -:LABEL_WIDTH] == cache_label[ci][cj]);
		end
	end
endgenerate
assign is_cache_miss = (cache_hit[ this_addr[BIASE_WIDTH +: GROUP_WIDTH] ] == 'b0);
reg [LABEL_WIDTH + GROUP_WIDTH - 1:0] target_label;
reg [COUNTE_WIDTH - 1:0] load_counte;
always @ (posedge clk or negedge rst_n) begin
	if(~rst_n) begin
		load_counte <= 'b0;
	end else if(is_mode_read && is_load_aout) begin
		load_counte <= load_counte + 1'b1;
	end else if(is_mode_retu) begin
		load_counte <= 'b0;
	end
end
always @ (posedge clk or negedge rst_n) begin
	if(~rst_n) begin
		target_label <= 'b0;
	end else if(next_mode == READ) begin
		target_label <= this_addr[ADDR_WIDTH - 1:BIASE_WIDTH];
	end
end
always @ (posedge clk or negedge rst_n) begin
	if(~rst_n) begin
		load_addr_valid <= 1'b0;
	end else if((load_counte == 2 ** COUNTE_WIDTH - 1) && is_load_aout) begin
		load_addr_valid <= 1'b0;
	end else if(mode == READ) begin
		load_addr_valid <= 1'b1;
	end
end
always @ (*) begin
	load_addr_data[ADDR_WIDTH - 1 -: LABEL_WIDTH+GROUP_WIDTH] = target_label;
	load_addr_data[BIASE_WIDTH - 1 : DATA_BYTE_WIDTH] = load_counte;
	load_addr_data[DATA_BYTE_WIDTH - 1:0] = 'b0;
end
reg [GROUP_LINK - 1:0] rewrite_ram_num [2 ** GROUP_WIDTH - 1:0];
genvar ni;
generate
	for (ni = 0; ni < 2 ** GROUP_WIDTH; ni = ni + 1) begin:ni_proc
		always @ (posedge clk or negedge rst_n) begin
			if(~rst_n) begin
				rewrite_ram_num[ni][0] <= 1'b1;
				rewrite_ram_num[ni][GROUP_LINK - 1:1] <= 'b0;
			end else if(is_mode_retu && ((target_label[GROUP_WIDTH - 1:0] == ni))) begin
				rewrite_ram_num[ni] <= {rewrite_ram_num[ni][GROUP_LINK - 2:0],rewrite_ram_num[ni][GROUP_LINK - 1]};
			end
		end	
	end
endgenerate
reg [GROUP_LINK - 1:0]sram_write_req;
always @ (*) begin
	if(is_load_din) begin
		sram_write_req = rewrite_ram_num[ target_label[GROUP_WIDTH - 1:0] ];
	end else begin
		sram_write_req = 'b0;
	end
end
reg [GROUP_WIDTH + BIASE_WIDTH - DATA_BYTE_WIDTH - 1:0] sram_addr;
always @ (*) begin
	if(is_mode_read) begin
		sram_addr[BIASE_WIDTH - DATA_BYTE_WIDTH +: GROUP_WIDTH] = target_label[0 +: GROUP_WIDTH];
		sram_addr[BIASE_WIDTH - DATA_BYTE_WIDTH - 1 : 0] = save_counte;
	end else begin
		sram_addr = this_addr[GROUP_WIDTH + BIASE_WIDTH - 1:DATA_BYTE_WIDTH];
	end
end
assign load_order_busy = 1'b0;
wire [8 * (2 ** DATA_BYTE_WIDTH) - 1:0] sram_dout [GROUP_LINK - 1:0];
genvar si;
generate
	for (si = 0; si < GROUP_LINK; si = si + 1) begin:sram_generate
		sram_wrapper #(
			.ADDR_WIDTH(GROUP_WIDTH + BIASE_WIDTH - DATA_BYTE_WIDTH),
			.DATA_WIDTH(8 * (2 ** DATA_BYTE_WIDTH))
		) u_sram (
			.clk(clk),     
			.write_req(sram_write_req[si]),
			.addr(sram_addr),
			.data(load_order_data),
			.q(sram_dout[si])
		);
	end
endgenerate
genvar li,lj;
generate
	for (li = 0; li < 2 ** GROUP_WIDTH; li = li + 1) begin:cache_label_proc
		for (lj = 0; lj < GROUP_LINK; lj = lj + 1) begin:cache_valid_proc
			always @ (posedge clk or negedge rst_n) begin
				if(~rst_n) begin
					cache_label[li][lj] <= 'b0;
					cache_valid[li][lj] <= 1'b0;
				end else if((next_mode == RETU) && (target_label[GROUP_WIDTH - 1:0] == li) && rewrite_ram_num[li][lj]) begin
					cache_label[li][lj] <= target_label[GROUP_WIDTH +: LABEL_WIDTH];
					cache_valid[li][lj] <= 1'b1;
				end
			end
		end
	end
endgenerate
always @ (posedge clk or negedge rst_n) begin
	if(~rst_n) begin
		order_valid <= 'b0;
	end else if( (is_this_data || (last_switch == S_THIS)) && !inter_busy && is_addr_din) begin
		order_valid <= 1'b1;
	end else if( is_block_data && !inter_busy_buffer) begin
		order_valid <= 1'b1;
	end else if((is_block_data || (last_switch == S_BLOCK)) && inter_busy_buffer && !inter_busy) begin
		order_valid <= 1'b1;
	end else if(is_order_dout) begin
		order_valid <= 'b0;
	end
end
integer i;
always @ (*) begin
	order_data = 'b0;
	for (i = 0; i < GROUP_LINK - 1; i = i + 1) begin
		if(cache_hit[ last_addr[BIASE_WIDTH+:GROUP_WIDTH] ][i]) begin
			order_data = sram_dout[i];
		end
	end
end
endmodule
module sram_wrapper #(
	parameter ADDR_WIDTH = 8,
	parameter DATA_WIDTH = 64
) (
	input clk,     
	input [ADDR_WIDTH - 1:0] addr,
	input [DATA_WIDTH - 1:0] data,
	input write_req,
	output reg[DATA_WIDTH - 1:0] q
);
reg [DATA_WIDTH - 1:0] ram [2 ** ADDR_WIDTH - 1:0];
always @ (posedge clk) begin
	if(write_req) begin
		ram[addr] <= data;
	end
end
always @ (posedge clk) begin
	q <= ram[addr];
end
endmodule
==> CHANGELOG.md <==
## Flow update

- Port bufs: roughly 190
- IO Pins: 202
- Post-synth top cells: edfxtp_1 (2,048), mux4_2 (512), a22oi_1 (266), dfrtp_1 (201), clkbuf_1 (179)
- Post-cts gate resize count: 0
- Antenna-violating nets left: 0
- Peak VDD IR: approximately 0.038 mV
- WL/cell: 28.06 um
- Leak: ~33 nW
- Seq/Total Area, Yosys: 74.75%
- Clk buf depth: 4
- Ratio of final minimum period to clock period: 51.04%
- Setup slack after layout: 26.39 ns
- Yosys cell count: 4,491
- FMAX: between 0.03 and 0.04 GHz
- Count of tool warnings: 29
- Area Growth Syn to Fin: 16.70%
- Worst Tran Pin Value: roughly 1.0 ns
- Antenna violations before repair: 19
- Number of remaining DRC errors: 0
- Largest net degree at the start of global routing: 100
- Power Total: 4.475 mW
- Vias per inst: 5.265
- FP Rows: 201
- Initial DRT Pass Iterations: 5
- Asr flop ratio synth: between 8 and 9%
- Worst path most repeated cell: buf_4
- TritonCTS clock tree: yes
- Fin. Hold Viols: 0
- Cell accounting for the most synthesized area: edfxtp_1
- Post-synth EDFFs: 2,048
- Cells after synthesis: about 4,500
- CP Data Required Time: around 43 ns
- Vias in the first global route: 50,950
- Width of the die: 552.2 um
- Total gr overflow: 0
- Gate Area: 21,950 um^2
- Post-synth design cell area: 90,820 um^2
- Main flop type: edfxtp_1
- Worst setup SP type: primary input
- H-tree lvl count: 4
- Final wirelength: 253,200 um
- CP Data Arrival Time: 16.73 ns
- Post-place setup slack: ~26 ns
- GRT Util Overall: 17.67%
- First-pass GRT wire length: around 360,000 um
- HPWL Detailed: 138,500 um
- Largest cells by area: edfxtp_1 (68%), mux4_2 (13%), dfrtp_1 (5.5%)
- CP Cell Sequence: buf_2, buf_4, a21o_2, buf_4, o32ai_4, o31a_1, nor4_1, or4b_1, or4_4, nor4_4, mux2i_4, buf_4, buf_4, nor2b_1, clkdlybuf4s50_1
- Syn. warnings: 8
- DR iter-0 viols: around 3,300
- Finish-stage setup viols: 0
- Critical path class: primary input to output port
- Crit path capture type: output port
- Root Driver: clkbuf_16
- PD cells: about 42 nW/um^2
- Status: finished, final reports clean
- Slew Limit Fails: 0
- Yosys Chip Area: 90,820 um^2
- RSZ-0062 raised after global routing: false
- Die height: 552.2 um
- Hold Buf Count CTS: 0
- Final Wtd Congestion: 0.8977
- Synthesized registers: 2,316
- Max Cap Violations: 0
- Clk slew on worst S/H paths: 0.05 ns
- Vias post-DR: 47,510
- Headroom to the max-slew limit: 29.86%
- Crit path time final: 27.51 ns
- Setup Buffers After CTS: 0
- Clock Skew: 0.1160 ns
- Skew-Pair Late Insertion Delay: around 0.92 ns
- Dpl cell area: 98,490 um^2
- CP Max Fanout: roughly 57
- Distinct lib cells used: 84
- # clock sinks: 2,316
- Final instance area: 106,000 um^2
- Core area: 300,500 um^2
- Slowest cell on crit path: a21o_2
- # diodes: 0
- CP peak stage delay: 0.61 ns
- Reg area: 67,890 um^2
- Fill count: 27,360
- CTS buffer count: between 200 and 250
- Max-area cell share: 67.72%
- Avg Inst Size Synth: 20.22 um^2
- Setup_tns: 0 ns
- Layout cells sized above 1: 25.75%
- Most common cell in the netlist: edfxtp_1
- Initial Utilization: 30.22%
- Die area: a little over 300,000 um^2
- Hold WC Path Type: register to register
==> registers in the layout, summed over array words and instances, names as in the netlist <==
signal / flops
addr_busy: 1
block_addr: 29
block_sign: 1
cache_label: 96
cache_valid: 4
last_addr: 29
last_switch: 3
load_addr_valid: 1
load_counte: 4
mode: 2
order_valid: 1
rewrite_ram_num: 4
save_counte: 4
sram_generate.u_sram.q: 64
sram_generate.u_sram.ram: 2048
target_label: 25
==> cell usage in the layout (no fill, tap or decap), drive strengths merged, types with 80 or more instances in the layout <==
| cell | count |
|---|---|
| a22oi | 266 |
| buf | 217 |
| clkbuf | 308 |
| clkdlybuf4s50 | 192 |
| clkinv | 97 |
| dfrtp | 201 |
| edfxtp | 2048 |
| mux2 | 125 |
| mux4 | 512 |
| nand2 | 114 |
| nand4 | 110 |
| nor2b | 80 |
| nor4 | 100 |
==> power breakdown <==
part	internal, mW	switching, mW	leakage, nW
clock	0.895	0.684	3.66
sequential	2.00	0.0422	21.6
combinational	0.362	0.496	8.02
total	3.25	1.22	33.3
==> worst paths after layout <==
path,slack [ns],from,cells after the start,endpoint
setup reg to reg,45.86,mode[0],14,sram_generate[0].u_sram.q[5]
hold reg to reg,0.47,cache_valid[2],1,cache_valid[2]
hold / removal,0.47,cache_valid[2],1,cache_valid[2]
min in group asynchronous,9.99,rst_n,1,block_addr[24]
setup / recovery,26.39,order_busy,15,order_data[47]
max in group asynchronous,42.65,rst_n,2,target_label[4]
==> final cells by class <==
cell class | instances | share of cell area [%]
inverters | 17 | 0.06021
flip-flops and latches | 2316 | 64.06
clock buffers | 307 | 6.046
clock inverters | 130 | 1.022
well taps | 3958 | 4.673
multi-input cells | 1885 | 20.71
repair buffers | 410 | 3.432
==> kinds of logic after synthesis <==
family,synth area share [%]
flip-flops,74.75
multiplexers,14.55
AND/OR/NAND/NOR,3.973
XOR/XNOR,0.1639
AND-OR/OR-AND,5.063
other,0.004129
adder cells (fa/ha/maj),0.02755
buffers and inverters,1.467
==> per-layer routing <==
layer  part of all wire (%)  routed length (um)  global-route usage (%)  up-vias
met3                     17               43050                   13.20      446
met5                   0.20                 494                  0.9376        -
met2                     48              120800                   27.04     3267
met1                     33               82900                   20.02    23900
li1                       -                   -                       -    19860
met4                    2.4                5961                   3.485       40
==> stage by stage <==
step                      util [%]  hold slack (ns)  cells
after floorplan                  -           0.4304   4494
after global placement       32.77           0.4609   8586
after detailed placement     32.77           0.4619   8586
after CTS                    35.27           0.4744   9023
after global routing         35.27           0.4916   9023
final                        35.27           0.4698   9023
==> critical path: cells and delay by family <==
kind	cells	cell delay, ns
AND-OR/OR-AND	3	1.29
buffers and inverters	6	2.39
multiplexers	1	0.32
AND/OR/NAND/NOR	5	1.84
Power and IR drop assume default switching activity.
